--- flow/design.v ---
module sync_fifo #(parameter WIDTH=32, ADDR=4) (
  input clk, rst,clr,
  input wr_en, 
  input [WIDTH-1:0] wdata,
  input rd_en,
  output reg [WIDTH-1:0] rdata,
  output reg fifo_empty, fifo_full
);
  localparam DEPTH = 1<<ADDR ;
  reg [WIDTH-1:0] mem [0:DEPTH-1];
  reg [ADDR:0] wr_ptr, rd_ptr;
  wire [ADDR:0] wr_ptr_nxt, rd_ptr_nxt;
  wire   fifo_empty_nxt, fifo_full_nxt;
  assign wr_ptr_nxt = wr_en  & ~fifo_full ? wr_ptr + 1'b1 : wr_ptr ;
  assign rd_ptr_nxt = rd_en  & ~fifo_empty ? rd_ptr + 1'b1 : rd_ptr ;
    assign fifo_full_nxt =  (wr_ptr_nxt[ADDR-1:0] == rd_ptr_nxt[ADDR-1:0]) && (wr_ptr_nxt[ADDR] != rd_ptr_nxt[ADDR]);
    assign fifo_empty_nxt = (wr_ptr_nxt == rd_ptr_nxt);
  always@ (posedge clk, negedge rst)
    if (~rst)
      begin
        fifo_empty<=1'b1;
        fifo_full<=1'b0;
        rd_ptr<=1'b0;
        wr_ptr<=1'b0;
      end
    else if (clr) 
      begin
        wr_ptr     <= '0;
        rd_ptr     <= '0;
        fifo_empty <= 1'b1;
        fifo_full  <= 1'b0;
      end
    else
      begin
        fifo_empty <= fifo_empty_nxt;
        fifo_full <= fifo_full_nxt;
        rd_ptr <= rd_ptr_nxt;
        wr_ptr <= wr_ptr_nxt;
      end
  always@ (posedge clk, negedge rst)
    begin  
      if (~rst)
        rdata <= 0;
      else
        begin
          if (wr_en && rd_en && ~fifo_full && ~fifo_empty)
            begin
              mem[wr_ptr[ADDR-1:0]] <= wdata;
              rdata <= mem[rd_ptr[ADDR-1:0]];
            end
          else if (wr_en & ~fifo_full)
            mem[wr_ptr[ADDR-1:0]] <= wdata;
          else if (rd_en & ~fifo_empty)
              rdata <= mem[rd_ptr[ADDR-1:0]];
        end
    end  
endmodule
--- flow/run.sh ---
#!/bin/bash
# OpenROAD 26Q1-2900-gdf79404cd8, Yosys 0.63+post, stock flow scripts
make -C /OpenROAD-flow-scripts/flow DESIGN_CONFIG=/design/flow/config.mk WORK_HOME=/design/flow/orfs finish
--- flow/config.mk ---
export PLATFORM = sky130hd
export DESIGN_NAME = sync_fifo
export DESIGN_NICKNAME = sync_fifo
export VERILOG_FILES = /design/flow/design.v
export SDC_FILE = /design/flow/constraint.sdc
export NUM_CORES = 4
export LEC_CHECK = 1
export CORE_UTILIZATION = 30
--- flow/constraint.sdc ---
current_design sync_fifo

set clk_period 7.4
set clk_io_pct 0.2

create_clock -name clk0 -period $clk_period [get_ports {clk}]

set non_clock_inputs [all_inputs -no_clocks]
set_input_delay [expr $clk_period * $clk_io_pct] -clock clk0 $non_clock_inputs
set_output_delay [expr $clk_period * $clk_io_pct] -clock clk0 [all_outputs]
==> results.json <==
{
  "dieArea_um2": 71270,
  "clockBufferDepth": 3,
  "yosys_cells": 1252,
  "cts_setup_buffers": 0,
  "rows": 96,
  "drive_gt1_share_pct": 10.77,
  "fin_skew_ns": 0.01036,
  "rsz0062_at_grt": "false",
  "clock_sinks": 556,
  "n_fill_cell": 6320,
  "adder_share_pct": 0.4753,
  "avgSynthCellArea_um2": 16.82,
  "worst_slew_pin_slew_ns": 0.9542,
  "routed_wl_mm": 51.75,
  "finalSetupViolCount": 0,
  "arrival_ns": 3.87,
  "p_per_area_nw_per_um2": 283.1,
  "ys_sh_mux_pct": 2.228,
  "cts_tree": "yes",
  "synth.distinct_cells": 52,
  "grt_max_degree": 60,
  "outcome": "finished clean",
  "drt_iter0_markers": 922,
  "insertion_delay_ns": 0.61,
  "diodes": 0,
  "ir_worst_vdd_uv": 124.7,
  "design_area_um2": 24630,
  "wl_per_cell_um": 22.54,
  "fp_util_pct": 30.49,
  "placed_cell_area_um2": 22920,
  "final_common_cell": "edfxtp_1",
  "globalplace.congestion": 0.8178,
  "synthArstFlopShare_pct": 7.914,
  "ys_seq_share_pct": 78.23,
  "num_vias": 12008,
  "clock-root-buffer": "clkbuf_16",
  "cap_violations": 0,
  "worstPathRequired_ns": 7.68,
  "synth_flops": 556,
  "logic_family": "AND-OR/OR-AND gates",
  "synth_cells": 1252,
  "fmax_mhz": 278.2,
  "hold_class": "reg2reg",
  "cp-start-kind": "input port",
  "post_cts_resized": 0,
  "pin_count": 71,
  "grt_pass1_vias": 12611,
  "antenna_found_initial": 0,
  "final_core_util_pct": 35.66,
  "worst_setup_path_end_kind": "flop",
  "cts-buffers-inserted": 55,
  "openroad.warnings": 31,
  "final_cell_mix": "512 x edfxtp_1, 98 x a22oi_1, 69 x clkdlybuf4s50_1",
  "die_width_um": 267.0,
  "ant_nets": 0,
  "ff_type": "edfxtp_1",
  "crit_fanout": 20,
  "drc": 0,
  "xor_share_pct": 0.5406,
  "ys_area_um2": 21060,
  "die_height_um": 267.0,
  "grt_usage_pct": 15.61,
  "synth-edff-count": 512,
  "hold_viol_final": 0,
  "postCtsHoldBufs": 0,
  "core_area_um2": 69070,
  "min_period_ns": 3.595,
  "p_leak_uw": 0.007613,
  "clkSlewWorstSetupHoldPaths_ns": 0.06,
  "areaGrowthSynthToFinish_pct": 16.94,
  "hpwl_mm": 29.51,
  "grt-ovfl-total": 0,
  "drv_slew": 0,
  "path_class": "in2reg",
  "fin_tns_setup_ns": 0,
  "via_per_inst": 5.230,
  "synth.cellmix.compoundShare_pct": 12.75,
  "syn_area_um2": 21060,
  "simple_gate_share_pct": 3.481,
  "first_pass_iters": 6,
  "h-tree-depth": 2,
  "finalCritPeriodShare_pct": 48.58,
  "relSlewSlack_pct": 34.75,
  "grt_pass1_wl_mm": 77.93,
  "port_buffers": 70,
  "yosysWarnings": 2
}
[synth_stat cells, drive strengths merged (23+ instances only)]
master  instances  share of area, %
a211oi         23              0.82
a221oi         31               1.3
a22oi          98               3.5
buf            48               1.3
clkbuf         48              0.87
dfrtp          43               5.1
edfxtp        512                73
mux2i          42               2.0
nand2          51              0.92
nor2           39              0.70
nor4           25              0.74
o21ai          79               1.9
o22ai          46               1.4
[metal layers]
layer | part of all wire [%] | up-vias | global-route usage [%]
met4 | 2.0 | 0 | 2.827
li1 | - | 5273 | -
met3 | 13 | 72 | 9.622
met2 | 47 | 639 | 23.42
met1 | 38 | 6024 | 20.12
met5 | 0 | - | 0
[critical path, cell delays in order]
cell and delay (ns):
clkdlybuf4s50_1 0.47, nor2b_1 0.53, nand3_1 0.42, nor2_4 0.53, buf_4 0.42
[per-stage QoR]
step	worst slack [ns]	hold slack (ns)	total power (uW)	instances
6_report	3.805	0.4804	6974	2296
5_1_grt	3.642	0.5051	7225	2296
4_1_cts	3.809	0.4885	7040	2296
3_5_place_dp	3.167	0.4722	4396	2196
3_3_place_gp	3.166	0.4710	4392	2196
2_1_floorplan	2.832	0.4255	3954	1252
[power breakdown]
group	total (uW)	leakage, uW	switching (uW)	internal, uW
sequential	3630	0.00517	84.3	3550
clock	2660	0.000832	1140	1520
combinational	681	0.00161	368	313
total	6970	0.00761	1590	5390
[flip-flops by register name (all words and copies together) (netlist names)]
signal      flops
mem           512
rdata          32
rd_ptr          5
wr_ptr          5
fifo_empty      1
fifo_full       1
[final cells by class]
class | instances | area (um2) | share of cell area [%]
timing repair buffer | 109 | 988.4 | 4.013
clock buffer | 72 | 1461 | 5.934
tap | 931 | 1165 | 4.730
multi-input combinational | 592 | 4253 | 17.27
sequential | 556 | 16480 | 66.93
inverter | 8 | 30.03 | 0.1219
clock inverter | 28 | 246.5 | 1.001
[cell families (layout without fill, tap and decap cells)]
group / Yosys count / in the layout
adders and majority gates: 8 / 8
DFF: 556 / 556
and+or+nand+nor: 151 / 151
xor gates and xnor gates: 13 / 13
muxes: 46 / 46
buffers and inverters: 104 / 217
AOI/OAI and AO/OA: 374 / 374
[path summary, 6_finish.rpt]
check | depth (start not counted) | to | from | slack, ns
worst max register to register | 8 | rdata[27] | rd_ptr[1] | 4.04
worst min-delay path | 1 | rdata[4] | rdata[4] | 0.48
worst max-delay path | 5 | mem[7][24] | wr_en | 3.81
max in group asynchronous | 2 | rd_ptr[3] | rst | 5.75
min in group asynchronous | 2 | rdata[0] | rst | 1.11
worst min register to register | 1 | rdata[4] | rdata[4] | 0.48
Power is estimated from default activity; no workload was simulated.
